--- ./design.v ---
module BCD(clk, rst_syn, Load, Din, Q_out);
input clk,Load,rst_syn;
input [3:0] Din; 
reg [3:0] Q;
output [7:0] Q_out;
reg [7:0] Q_out;
always@ (posedge clk)
begin
if (!rst_syn)
    Q = 0;
else if (Load)
    Q = Din;
else if (Q == 9)
    Q = 0;
else
    Q = Q +1;
end
always @(Q) begin
    case (Q)
        4'b0000 : Q_out= 8'b11000000;
        4'b0001 : Q_out= 8'b11111001;
        4'b0010 : Q_out= 8'b10100100;
        4'b0011 : Q_out= 8'b10110000;
        4'b0100 : Q_out= 8'b10011001;
        4'b0101 : Q_out= 8'b10010010;
        4'b0110 : Q_out= 8'b10000010;
        4'b0111 : Q_out= 8'b11111000;
        4'b1000 : Q_out= 8'b10000000;
        4'b1001 : Q_out= 8'b10010000;
        4'b1010 : Q_out= 8'b10100000;
        4'b1011 : Q_out= 8'b10000011;
        4'b1100 : Q_out= 8'b10100111;
        4'b1101 : Q_out= 8'b10100001;
        4'b1110 : Q_out= 8'b10000100;
        4'b1111 : Q_out= 8'b11110001;
        default:Q_out= 8'b11111111;
    endcase    
end
endmodule
--- ./run.sh ---
#!/bin/bash
# OpenROAD 26Q1-2900-gdf79404cd8, Yosys 0.63+post, stock flow scripts
make -C /OpenROAD-flow-scripts/flow DESIGN_CONFIG=/design/flow/config.mk WORK_HOME=/design/flow/orfs finish
--- ./config.mk ---
export PLATFORM = sky130hd
export DESIGN_NAME = BCD
export DESIGN_NICKNAME = BCD
export VERILOG_FILES = /design/flow/design.v
export SDC_FILE = /design/flow/constraint.sdc
export NUM_CORES = 4
export LEC_CHECK = 1
export CORE_AREA = 10 10 70 70
export DIE_AREA = 0 0 80 80
--- ./constraint.sdc ---
current_design BCD

set clk_period 3.2
set clk_io_pct 0.2

create_clock -name clk0 -period $clk_period [get_ports {clk}]

set non_clock_inputs [all_inputs -no_clocks]
set_input_delay [expr $clk_period * $clk_io_pct] -clock clk0 $non_clock_inputs
set_output_delay [expr $clk_period * $clk_io_pct] -clock clk0 [all_outputs]
==> out/writeup.txt <==
After clock tree synthesis, the repair step resized 0 gates. With the fraction of synthesis flops using an asynchronous set or reset pin at 0, the clock sink total is 11. The region available for standard cell placement spans 0.00342 mm^2. Across all stage logs, warnings added up to 30. The global routing usage on met1 was 0.0521.

The final routed wirelength across all metal layers was 1240 um; the gate count after technology mapping was 65. Setup repair after global routing left no endpoint under its margin. For this run the aggregate overflow at the end of global routing stands at 0. The power spent charging and discharging nets came out at 85.8 uW. TritonCTS built the clock tree.

Nets still carrying antenna violations after routing amount to 0. The run gives 30.8% for the area growth from synthesis to layout. The number of synthesized flops with an enable pin was 0. The antenna diode count is 0, and the final critical path time including I/O delays and setup is 2510 ps. For this run, the chip area from Yosys synthesis comes to 646 um^2. Setup slack on the critical path of the routed design comes to 695 ps.

For the final-report hold violation count, the log shows 0. Data on the critical path arrives at its endpoint at 2650 ps. The data required time of the critical path is 3340 ps.

For the part of the power in registers, the log shows 0.476. The script logs the ratio of routed vias to standard cells as 3.82. The worst setup path is of the in2reg kind. TritonRoute output was used to compute an average wire per cell of 9.84 um.

The number of buffers added for setup after CTS is 0, and the total clock buffers created by CTS is 3. With the CTS clock-pin slew for the worst setup and hold paths at 70 ps, the width of the chip is 80 um. The worst setup path is captured at a flip-flop. The all-layer global routing usage is 0.0433.

The wire length of the first global-routing pass is 2280 um. According to the dpl log, the detail-placed design has an HPWL of 953 um. With the final routed DRC violation total at 0, the fmax is 399 MHz.

In the final timing run, aggregate negative setup slack is 0 ps. Across the run, the number of max-cap violations was 0. The run gives 28 as the number of design-rule violations left by the first detailed-router iteration.

Per the Yosys statistics, synthesis produced 65 cells. The share of cells above drive strength 1 is 0.150. The run gives 21 for the cell row count. The run gives 1 as the number of warnings issued by yosys. With the final setup violation count at 0, the final period utilization is 0.783. The run gives 0.0261 as the met3 usage in global routing.

Along the worst hold path, the cell count comes to 2. The total of flip-flops plus latches after synthesis works out to 11. The commonest register cell is dfxtp_1. The run gives 0.0666 as the met2 capacity usage during global routing. The reg-to-reg critical path endpoint is Q_out[4].

With the slack of the worst reg-to-reg path at 1110 ps, the filler cell count is 375. The switching fraction of total power is 0.255. The overall die height was 80 um. The run finished with clean final reports. Entering global routing, the biggest net connects 11 pins.

The run gives 488 for the number of global-route vias before repair. The run gives 1 for the total number of H-tree levels. The clock reaches the later pin of the worst-skew pair after 260 ps. The start of the worst register-to-register path was Q[2].

As logged by OpenROAD, the buffers inserted on ports number 13. Per the detailed placement report, the placed cell area equals 818 um^2. The first TritonRoute pass finished after 3 iterations.

STA classifies the critical path startpoint as an input port. The worst-case hold path end point was Q[0]. Each instance of the synthesized netlist takes up on average 9.93 um^2. The run gives 385 ps for the worst-case setup slack after placement. The sequential cells in the finished layout cover a total of 220 um^2. With the number of max-slew violations in the final report at 0, the number of buffers added to fix hold violations after cts is 0.

For this block, the via count after detailed routing is 481. Power spread over the standard cell area amounts to 399 mW/mm^2. The number of buffers on the longest clock path came out at 2.

With the fraction of the yosys area taken by sequential cells at 0.341, the biggest fanout along the worst timing path is 8. Final standard cell utilization of the core: 0.247. Global routing put the most usage on met2.

IR analysis of the VDD net gives a maximum drop of 0.126 mV. The final hold slack is 696 ps, and the leakage power total is 0.336 nW. The finished cells cover 845 um^2.

The distinct cell type count after synthesis is 30. The startpoint identified for the worst hold timing path is Q[0]. The power report lists cell-internal power as 251 uW. RePlAce ended its routability-driven mode at a weighted congestion of 0.845. The number of ports placed on the die boundary came out at 15. The most critical min-delay path falls under reg2reg. The synthesized netlist occupies a cell area of 646 um^2. The clock group share of total power is 0.274. The worst reg-to-reg path cell count is 6.

The cell at the root of the clock tree is clkbuf_4. The run gives 382 um^2 for the multi-input combinational cell area. The run gives 0 for the number of antenna violations at the first check in global routing.

The run gives 4.26 ps as the final setup skew. The combinational cell fraction of total power is 0.251, and the total die area is 0.00640 mm^2. The initial core utilization came out at 0.189.
[cell usage in the layout, fill, tap and decap left out, types with 2 or more instances in the layout]
cell / count
a211oi_1: 2
clkbuf_4: 3
clkdlybuf4s50_1: 13
dfxtp_1: 11
ha_1: 6
inv_1: 6
mux2i_1: 2
nand2_1: 5
nand2b_1: 2
nand3_1: 3
nor3_1: 4
o31ai_1: 2
or2b_1: 2
[state kept, by name, summed over array words and instances, names as in the netlist]
register  flops
Q_out         7
Q             4
[stage by stage]
| stage | cells | power [mW] |
|---|---|---|
| 2_1_floorplan | 65 | 0.208 |
| 3_3_place_gp | 122 | 0.250 |
| 3_5_place_dp | 122 | 0.249 |
| 4_1_cts | 126 | 0.345 |
| 5_1_grt | 126 | 0.364 |
| 6_report | 126 | 0.337 |
[cell type report]
cell class              instances  share of cell area
flip-flops and latches         11               0.261
multi-input cells              45               0.452
clock buffers                   4              0.0311
repair buffers                 13               0.154
well taps                      46              0.0681
inverters                       7              0.0341
[cell families (layout without fill, tap and decap cells)]
logic type	Yosys count	count (layout)	synth area share
multiplexers	3	3	0.0659
AND-OR/OR-AND	12	12	0.194
other	1	1	0.00581
XOR/XNOR	1	1	0.0136
buffers and inverters	9	24	0.0678
AND/OR/NAND/NOR	22	22	0.196
flip-flops	11	11	0.341
adder cells (fa/ha/maj)	6	6	0.116
[worst max path at each step]
stage         start  endpoint
CTS            Load  Q_out[4]
global route   Load  Q_out[4]
finish         Load  Q_out[4]
[power by group through the flow]
stage	Combinational [mW]	Clock (mW)	Sequential, mW
after CTS	0.0867	0.0980	0.160
after global routing	0.0962	0.105	0.163
final	0.0845	0.0921	0.160
[cells in the mapped netlist, drive strengths merged, types with 2 or more instances]
library cell | instances | area (um^2)
and2 | 2 | 13.8
inv | 7 | 28.8
nand3 | 3 | 15.0
o311ai | 2 | 42.6
o31ai | 2 | 15.0
ha | 6 | 75.1
o211ai | 2 | 20.0
nand2 | 5 | 18.8
nor3 | 4 | 20.0
or2b | 3 | 23.8
buf | 2 | 15.0
nand2b | 2 | 12.5
a211oi | 2 | 15.0
mux2i | 2 | 20.0
dfxtp | 11 | 220
[layer usage]
metal / vias up / share of wire
met5: - / 0
met2: 8 / 0.44
met3: 2 / 0.11
li1: 254 / -
met4: 0 / 0.010
met1: 217 / 0.44
[worst max-delay path: stages]
cell,delay (ps)
clkdlybuf4s50_1,570
o311ai_2,530
inv_1,190
ha_1,270
mux4_2,450
Power figures rest on the tool's default switching activity, not on a simulated workload.
